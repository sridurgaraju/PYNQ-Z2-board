===== flow/config.mk =====
export PLATFORM = sky130hd
export DESIGN_NAME = adder_top
export DESIGN_NICKNAME = adder_top
export VERILOG_FILES = /design/flow/design.v
export SDC_FILE = /design/flow/constraint.sdc
export NUM_CORES = 4
export LEC_CHECK = 1
export CORE_AREA = 10 10 70 70
export DIE_AREA = 0 0 80 80

===== flow/constraint.sdc =====
current_design adder_top

set clk_period 4.9
set clk_io_pct 0.2

create_clock -name clk0 -period $clk_period

set non_clock_inputs [all_inputs -no_clocks]
set_input_delay [expr $clk_period * $clk_io_pct] -clock clk0 $non_clock_inputs
set_output_delay [expr $clk_period * $clk_io_pct] -clock clk0 [all_outputs]

===== flow/design.v =====
`timescale 1ns / 1ps
module adder(
input [3:0] a,b,
output [4:0] sum
    );
    assign sum = a + b;
endmodule
`timescale 1ns / 1ps
module adder_top (
    input [3:0] a,          
    input [3:0] b,          
    output [6:0] seg_tens,  
    output [6:0] seg_ones   
);
    wire [4:0] sum;         
    wire [3:0] tens, ones;  
    adder u_adder (
        .a(a),
        .b(b),
        .sum(sum)
    );
    binary_to_bcd u_bcd (
        .binary(sum),
        .tens(tens),
        .ones(ones)
    );
    seven_segment_decoder u_decoder_tens (
        .digit(tens),
        .seg(seg_tens)
    );
    seven_segment_decoder u_decoder_ones (
        .digit(ones),
        .seg(seg_ones)
    );
endmodule
`timescale 1ns / 1ps
module binary_to_bcd (
    input [4:0] binary,   
    output reg [3:0] tens,  
    output reg [3:0] ones   
);
    always @(*) begin
        tens = binary / 10;   
        ones = binary % 10;   
    end
endmodule
module seven_segment_decoder (
    input [3:0] digit,    
    output reg [6:0] seg  
);
    always @(*) begin
        case (digit)
            4'd0: seg = 7'b0111111;   
            4'd1: seg = 7'b0000110;   
            4'd2: seg = 7'b1011011;   
            4'd3: seg = 7'b1001111;   
            4'd4: seg = 7'b1100110;   
            4'd5: seg = 7'b1101101;   
            4'd6: seg = 7'b1111101;   
            4'd7: seg = 7'b0000111;   
            4'd8: seg = 7'b1111111;   
            4'd9: seg = 7'b1101111;   
            default: seg = 7'b0000000;  
        endcase
    end
endmodule

===== flow/run.sh =====
#!/bin/bash
# OpenROAD 26Q1-2900-gdf79404cd8, Yosys 0.63+post, stock flow scripts
make -C /OpenROAD-flow-scripts/flow DESIGN_CONFIG=/design/flow/config.mk WORK_HOME=/design/flow/orfs finish

==> results.sh <==
# source this file to load flow results
export IMPL_synth_warning_count=2
export IMPL_hold_depth=6
export IMPL_ys_cells=93
export IMPL_hold_violations=0
export IMPL_avgSynthCellArea_um2=8.03
export IMPL_top_area_cell="ha_1"
export IMPL_critical_path_class="in -> out"
export IMPL_crit_path_start_kind="input port"
export IMPL_synth_cell_types=44
export IMPL_yosysMostFrequentCell="ha_1"
export IMPL_required_ns=3.92
export IMPL_grt_pass1_wl_um=3750
export IMPL_grt_overflow_total=0
export IMPL_ys_top_cells_by_area="ha_1, mux2i_1, a21oi_4"
export IMPL_drive_above_1_share=0.594
export IMPL_synthCells=93
export IMPL_ios=22
export IMPL_vias_per_cell=4.30
export IMPL_wl_per_cell_um=11.6
export IMPL_dr_total_vias=864
export IMPL_hp_class="in -> out"
export IMPL_die_w_um=80
export IMPL_crit_arrival_ns=3.82
export IMPL_openroad_warnings=37
export IMPL_fin_util=0.424
export IMPL_post_place_cells=179
export IMPL_power_density_nw_per_um2=243
export IMPL_drtAntennaViolNets=0
export IMPL_ys_seq_frac=0
export IMPL_clkbuf_count=0
export IMPL_fp_util=0.219
export IMPL_ys_chip_area_um2=747
export IMPL_grt_pass1_vias=858
export IMPL_ir_drop_uv=64.1
export IMPL_setup_viol=0
export IMPL_nFillCells=324
export IMPL_dp_hpwl_um=1600
export IMPL_fin_cells=201
export IMPL_num_rows=21
export IMPL_antenna_found_initial=0
export IMPL_p_leak_uw=0.000660
export IMPL_holdPathEnd="seg_ones[5]"
export IMPL_cap_violations=0
export IMPL_antennaDiodeCount=0
export IMPL_grt_usage=0.0661
export IMPL_seqCellArea_um2=0
export IMPL_first_pass_iters=4
export IMPL_path_max_fanout=3
export IMPL_fmax_mhz=208
export IMPL_fin_setup_tns_ns=0
export IMPL_slew_violations=0
export IMPL_syn_area_um2=747
export IMPL_cp_end_kind="output pin"
export IMPL_period_used=0.979
export IMPL_common_cells="ha_1, nand2_1, o21ai_0"
export IMPL_flops=0
export IMPL_port_buffers=21
export IMPL_dieArea_um2=6400
export IMPL_syn_to_final_growth_pct=94.0
export IMPL_hold_start="b[0]"
export IMPL_grt_max_degree=9
export IMPL_core_area_um2=3420
export IMPL_netlist_area_leader_share=0.184
export IMPL_status="finished, final reports clean"
export IMPL_routed_wl_um=2340
export IMPL_min_period_ns=4.80
export IMPL_hold_ws_ns=2.62
export IMPL_die_y_um=80
export IMPL_drc=0
export IMPL_hold_buffers=0
export IMPL_dr_first_iter_drc_count=23
export IMPL_gp_congestion=0.747
worst max-delay path by stage:
stage	from	to	slack (ns)	depth (start not counted)
final	b[0]	seg_ones[2]	0.10	17
after global routing	b[2]	seg_ones[4]	-0.03	19
after CTS	b[1]	seg_ones[3]	0.005	17
layer usage:
layer,part of all wire,up-vias,GRT usage
li1,-,453,-
met1,0.49,397,0.0921
met2,0.48,14,0.115
met3,0.033,0,0.00455
met4,0,0,0
met5,0,-,0
layout make-up:
type / count / area (um2) / area share
inverter: 6 / 27.5 / 0.0190
multi-input combinational: 81 / 833 / 0.575
tap: 46 / 57.6 / 0.0397
timing repair buffer: 68 / 531 / 0.366
critical path: stages:
cell and delay, ns:
buf_2 0.11, ha_4 0.16, fa_2 0.37, or3_4 0.42, nand2_4 0.08, inv_2 0.04, ha_4 0.22, nor2b_4 0.14
a31oi_4 0.09, o21bai_1 0.17, o22ai_2 0.20, inv_2 0.06, buf_4 0.13, buf_4 0.13, ha_1 0.20, a31oi_1 0.13
clkdlybuf4s15_1 0.19
power breakdown:
group / internal, uW / switching (uW) / leakage, uW
Clock: 0 / 0 / 0
Sequential: 0 / 0 / 0
Combinational: 212 / 140 / 0.000660
logic make-up after synthesis:
logic type      count (synthesis)  synth area share
simple gates                   26             0.184
other cells                     1           0.00502
mux                             6            0.0838
buf+inv                        12            0.0955
fa+ha+maj                      12             0.211
xor+xnor                        6            0.0905
compound gates                 30             0.330
placed cells by master (no fill, tap or decap), drive strengths merged, types with 2 or more instances in the layout:
master and count:
xnor2 3, ha 11, or2 2, mux2 2, clkdlybuf4s50 6, dlygate4sd2 6, clkbuf 3, buf 52
a21oi 8, inv 5, xor2 3, a211oi 2, mux2i 4, nor2 3, nor2b 4, a31oi 4
nand2b 3, o21ai 7, nand2 8
what timing repair did:
item / 4_1_cts / 5_1_grt
buffers inserted: 17 / 5
gates resized: 59 / 11
pin swaps: 23 / 11
setup endpoints to repair: 12 / 8
metrics by stage:
step                setup WS, ns  instance area, um2  total power (uW)
floorplan                 0.0579                 747               139
global placement          -0.695                1160               270
detailed placement        -0.734                1160               273
CTS                      0.00477                1390               335
global route             -0.0305                1450               384
finish                     0.102                1450               352
No activity file was given, so power comes from the tool's default toggle rates.
